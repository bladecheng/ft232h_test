[/design/flow/design.v]
`timescale 1ns / 1ps
module USB(CLOCK_50, GPIO, reset, write_request, byte_received, write_data, read_data);
parameter IDLE = 0, READ_I = 1, READ_II = 2, READ_III = 3, CHECK_TXE = 4, WRITE_I = 5, WRITE_II = 6, WRITE_III = 7;
input CLOCK_50;
input [7:0] write_data;
input reset;
input write_request;  
inout [35:0] GPIO;
output reg [7:0] read_data;
output reg byte_received;
wire RXF_i;		 
wire TXE_i;     
wire RXLED_i, TXLED_i;
reg RD_i;      
reg WR_i;		 
wire SIWU_i;   
wire PWRSAV_i;  
wire check_USB;
reg oe;  
reg n_inc, n_reset;
wire reset;
reg read_flag;
reg [2:0] state;
assign RXF_i = GPIO[11];
assign TXE_i = GPIO[13];
assign GPIO[15] = RD_i;
assign GPIO[17] = WR_i;
assign GPIO[19] = SIWU_i;
assign GPIO[25] = PWRSAV_i;
assign SIWU_i = 1'b1;										 
assign PWRSAV_i = 1'b1;										 
assign GPIO[10] = oe ? write_data[0] : 8'bZ;
assign GPIO[12] = oe ? write_data[1] : 8'bZ;
assign GPIO[14] = oe ? write_data[2] : 8'bZ;
assign GPIO[16] = oe ? write_data[3] : 8'bZ;
assign GPIO[18] = oe ? write_data[4] : 8'bZ;
assign GPIO[20] = oe ? write_data[5] : 8'bZ;
assign GPIO[22] = oe ? write_data[6] : 8'bZ;
assign GPIO[24] = oe ? write_data[7] : 8'bZ;
always @(posedge read_flag)
	begin
		read_data[0] = GPIO[10];
		read_data[1] = GPIO[12];
		read_data[2] = GPIO[14];
		read_data[3] = GPIO[16];
		read_data[4] = GPIO[18];
		read_data[5] = GPIO[20];
		read_data[6] = GPIO[22];
		read_data[7] = GPIO[24];
	end
always @(state)
	begin
		case (state)
			IDLE:
				begin
					WR_i <= 1'b1;
					oe <= 1'b0;
					RD_i <= 1'b1;
					read_flag <= 1'b0;
					byte_received <= 1'b0;
				end
			READ_I:
				begin
					WR_i <= 1'b1;
					oe <= 1'b0;		
					RD_i <= 1'b0;						 
					read_flag <= 1'b0;
					byte_received <= 1'b0;
				end
			READ_II:
				begin
					WR_i <= 1'b1;
					oe <= 1'b0;
					RD_i <= 1'b0;
					read_flag <= 1'b1;				 
					byte_received <= 1'b0;
				end
			READ_III:
				begin
					WR_i <= 1'b1;
					oe <= 1'b0;
					RD_i <= 1'b1;						 
					read_flag <= 1'b0;
					byte_received <= 1'b1;					 
				end
			CHECK_TXE:
				begin
					WR_i <= 1'b1;
					oe <= 1'b0;
					RD_i <= 1'b1;
					read_flag <= 1'b0;
					byte_received <= 1'b0;
				end
			WRITE_I:
				begin
					WR_i <= 1'b1;
					oe <= 1'b1;							 
					RD_i <= 1'b1;
					read_flag <= 1'b0;
					byte_received <= 1'b0;
				end
			WRITE_II:
				begin
					WR_i <= 1'b0;						 
					oe <= 1'b1;
					RD_i <= 1'b1;
					read_flag <= 1'b0;
					byte_received <= 1'b0;
				end
			WRITE_III:
				begin
					WR_i <= 1'b0;
					oe <= 1'b0;							 
					RD_i <= 1'b1;
					read_flag <= 1'b0;
					byte_received <= 1'b0;
				end
			default:
				begin
					WR_i <= 1'b1;
					oe <= 1'b0;
					RD_i <= 1'b1;
					read_flag <= 1'b0;
					byte_received <= 1'b0;
				end
		endcase
	end
always @(posedge CLOCK_50 or posedge reset)
	begin
	  if (reset)
			state <= IDLE;
	  else
			case (state)
				IDLE:
					begin
						if (RXF_i == 1'b0)					 
							state <= READ_I;
						else if(write_request == 1'b1)			 
							state <= CHECK_TXE;
						else
							state <= IDLE;
					end
				READ_I:
					state <= READ_II;
				READ_II:
					state <= READ_III;
				READ_III:
					state <= IDLE;
				CHECK_TXE:
					begin
						if(TXE_i == 1'b0)
							state <= WRITE_I;
						else
							begin
								state <= CHECK_TXE;
							end
					end
				WRITE_I:
					state <= WRITE_II;
				WRITE_II:
					state <= WRITE_III;
				WRITE_III:
					state <= IDLE;
		 endcase
	end
endmodule  
`timescale 1ns / 1ps
module top(
   input CLK,
	output LED,
	inout [35:0] GPIO
    );
wire [7:0]zzz = 7'b01111010;
wire [7:0]read_data;
wire byte_received;
wire LED;
assign LED = 1'b1;
USB USB0(.CLOCK_50(CLK),
		   .GPIO(GPIO[35:0]),
			.reset(1'b0),
			.write_request(1'b1),
			.byte_received(byte_received),
			.write_data(zzz[7:0]),
			.read_data(read_data[7:0]));
endmodule 
[/design/flow/run.sh]
#!/bin/bash
# OpenROAD 26Q1-2900-gdf79404cd8, Yosys 0.63+post, stock flow scripts
make -C /OpenROAD-flow-scripts/flow DESIGN_CONFIG=/design/flow/config.mk WORK_HOME=/design/flow/orfs finish
[/design/flow/config.mk]
export PLATFORM = sky130hd
export DESIGN_NAME = top
export DESIGN_NICKNAME = top
export VERILOG_FILES = /design/flow/design.v
export SDC_FILE = /design/flow/constraint.sdc
export NUM_CORES = 4
export LEC_CHECK = 1
export CORE_AREA = 10 10 70 70
export DIE_AREA = 0 0 80 80
[/design/flow/constraint.sdc]
current_design top

set clk_period 1.8
set clk_io_pct 0.2

create_clock -name clk0 -period $clk_period [get_ports {CLK}]

set non_clock_inputs [all_inputs -no_clocks]
set_input_delay [expr $clk_period * $clk_io_pct] -clock clk0 $non_clock_inputs
set_output_delay [expr $clk_period * $clk_io_pct] -clock clk0 [all_outputs]
==> summary.txt <==
Implementation results. Cell total in the yosys stat output landed at 36. The flow did not finish. Post-DP HPWL landed at 447.5 um.

Sequential area share after synthesis landed at 0.3077. Number of placed I/O pins landed at 38. Per the placement log, port buffering inserted 0 buffers.

Number of setup buffers added after CTS landed at 0. Placer congestion estimate landed at 0.7574. The synthesized netlist has a Yosys-reported chip area of 325.3 um^2. The tool reported: "[ERROR RSZ-0074] Failed to build tree from global routes for pin 'GPIO[13]' and net 'GPIO[13]' at grid (72450, 37950): found route to 2 pins, expected 1".

In this run the clock root is driven by a sky130_fd_sc_hd__clkbuf_4. In this run the cell area of the synthesized design comes to 325.3 um^2. Clock tree synthesis inserted a total of 3 buffers. Die extent in y landed at 80 um. Counting the warning lines in the Yosys log gives 9.

According to the floorplan report, the die width is 80 um. Hold buffer count at CTS landed at 0. The number of different library cells used by synthesis comes to 16. Maximum number of buffers from clock root to sink landed at 2. Standard-cell row count landed at 21.

The number of gates resized after CTS was 0. The CTS log lists the clock sinks for this run as 5. Flip-flop and latch count after synthesis landed at 5. Each instance of the synthesized netlist takes up on average 9.036 um^2.

Per the post-synthesis report, the number of cells in the design is 36. Entering global routing, the biggest net connects 6 pins. In this run the number of H-tree levels came out at 1.

24 endpoints have no timing constraint. Progress stopped at global routing (5_1_grt). At the floorplan stage, the core utilization is reported as 0.09524.
-- cells by family after synthesis --
| family | after synthesis | synth area share |
|---|---|---|
| AOI/OAI and AO/OA | 4 | 0.08847 |
| adders and majority gates | 4 | 0.1539 |
| buffers and inverters | 13 | 0.2769 |
| DFF | 5 | 0.3077 |
| other | 2 | 0.02309 |
| and+or+nand+nor | 8 | 0.1500 |
-- cell usage after synthesis --
master                     count  area (um^2)
sky130_fd_sc_hd__nand2b_1      1        6.260
sky130_fd_sc_hd__nor4b_1       1        8.760
sky130_fd_sc_hd__and3b_1       1        8.760
sky130_fd_sc_hd__inv_1         2        7.510
sky130_fd_sc_hd__or3_1         1        6.260
sky130_fd_sc_hd__a211oi_1      1        7.510
sky130_fd_sc_hd__a21oi_1       1        5.000
sky130_fd_sc_hd__nor3_1        1        5.000
sky130_fd_sc_hd__dfxtp_1       5        100.1
sky130_fd_sc_hd__o31a_1        1        8.760
sky130_fd_sc_hd__buf_4        11        82.58
sky130_fd_sc_hd__nor4_1        1        6.260
sky130_fd_sc_hd__ha_1          4        50.05
sky130_fd_sc_hd__nand2_1       2        7.510
sky130_fd_sc_hd__conb_1        2        7.510
sky130_fd_sc_hd__o31ai_1       1        7.510
-- stage by stage --
step / area [um^2] / setup slack [ns] / cells / utilization / hold slack [ns]
CTS: 360.3 / 0.2140 / 84 / 0.1055 / 0.4125
detailed placement: 334.1 / 0.2137 / 80 / 0.09780 / 0.4870
global placement: 334.1 / 0.2883 / 80 / 0.09780 / 0.4939
floorplan: 359.1 / 0.3372 / 45 / - / 0.4591
